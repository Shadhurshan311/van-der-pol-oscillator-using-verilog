`flow/run.sh`:
```
#!/bin/bash
# OpenROAD 26Q1-2900-gdf79404cd8, Yosys 0.63+post, stock flow scripts
make -C /OpenROAD-flow-scripts/flow DESIGN_CONFIG=/design/flow/config.mk WORK_HOME=/design/flow/orfs finish
```
`flow/config.mk`:
```
export PLATFORM = sky130hd
export DESIGN_NAME = van_der_pol_simple
export DESIGN_NICKNAME = van_der_pol_simple
export VERILOG_FILES = /design/flow/design.v
export SDC_FILE = /design/flow/constraint.sdc
export NUM_CORES = 4
export LEC_CHECK = 1
export CORE_UTILIZATION = 50
```
`flow/constraint.sdc`:
```
current_design van_der_pol_simple

set clk_period 63.8
set clk_io_pct 0.2

create_clock -name clk0 -period $clk_period [get_ports {clk}]

set non_clock_inputs [all_inputs -no_clocks]
set_input_delay [expr $clk_period * $clk_io_pct] -clock clk0 $non_clock_inputs
set_output_delay [expr $clk_period * $clk_io_pct] -clock clk0 [all_outputs]
```
`flow/design.v`:
```
`timescale 1ns / 1ps
module van_der_pol_simple(
    input wire clk,
    input wire rst,
    input wire start,
    input wire [31:0] x_init,
    input wire [31:0] u_init,
    input wire [31:0] dt,
    input wire [31:0] mu,
    input wire [31:0] t_max,
    output reg [31:0] x_out,
    output reg [31:0] u_out,
    output reg [31:0] t_out,
    output reg done,
    output reg valid
);
    localparam FRAC_BITS = 16;
    localparam ONE = 32'h00010000;
    localparam IDLE = 2'd0;
    localparam COMPUTE = 2'd1;
    localparam DONE_STATE = 2'd2;
    reg [1:0] state;
    reg [31:0] x, u, t;
    wire signed [63:0] x_sq_full;
    wire signed [31:0] x_squared;
    wire signed [31:0] one_minus_x_sq;
    wire signed [63:0] damping_full;
    wire signed [31:0] damping_term;
    wire signed [63:0] du_dt_full;
    wire signed [31:0] du_dt;
    wire signed [63:0] dx_dt_scaled;
    wire signed [63:0] du_dt_scaled;
    assign x_sq_full = $signed(x) * $signed(x);
    assign x_squared = x_sq_full[47:16];   
    assign one_minus_x_sq = ONE - x_squared;
    assign damping_full = $signed(mu) * $signed(one_minus_x_sq);
    assign damping_term = damping_full[47:16];
    assign du_dt_full = $signed(damping_term) * $signed(u);
    assign du_dt = du_dt_full[47:16] - x;
    assign dx_dt_scaled = $signed(u) * $signed(dt);
    assign du_dt_scaled = $signed(du_dt) * $signed(dt);
    always @(posedge clk or posedge rst) begin
        if (rst) begin
            state <= IDLE;
            x <= 0;
            u <= 0;
            t <= 0;
            x_out <= 0;
            u_out <= 0;
            t_out <= 0;
            done <= 0;
            valid <= 0;
        end
        else begin
            case (state)
                IDLE: begin
                    valid <= 0;
                    done <= 0;
                    if (start) begin
                        x <= x_init;
                        u <= u_init;
                        t <= 0;
                        state <= COMPUTE;
                    end
                end
                COMPUTE: begin
                    if (t < t_max) begin
                        x <= x + dx_dt_scaled[47:16];
                        u <= u + du_dt_scaled[47:16];
                        t <= t + dt;
                        x_out <= x;
                        u_out <= u;
                        t_out <= t;
                        valid <= 1;
                    end
                    else begin
                        state <= DONE_STATE;
                        done <= 1;
                        valid <= 1;
                        x_out <= x;
                        u_out <= u;
                        t_out <= t;
                    end
                end
                DONE_STATE: begin
                    valid <= 1;
                    done <= 1;
                end
                default: state <= IDLE;
            endcase
        end
    end
endmodule
```
==> impl_metrics.env <==
# implementation run metrics
export IMPL_core_um2=304000
export IMPL_track_usage_pct=35.1
export IMPL_ys_seq_share_pct=3.22
export IMPL_mostFrequentLayoutCells="inv_1, fa_1, nand2_1, and2_1, ha_1"
export IMPL_n_fill_cell=28000
export IMPL_drt_total_wl_um=472000
export IMPL_hold_buffers=0
export IMPL_final_cells=20500
export IMPL_postRouteAntennaNets=0
export IMPL_gp_congestion=1.01
export IMPL_tritoncts="yes"
export IMPL_total_power_mw=2.03
export IMPL_chipArea_um2=309000
export IMPL_ys_sh_aoi_pct=3.34
export IMPL_netlist_area_um2=153000
export IMPL_postSynthCellCount=16700
export IMPL_async_flop_share_pct=100
export IMPL_yosys_warnings=1
export IMPL_ys_cells=16700
export IMPL_busiest_layer="met2"
export IMPL_ios=261
export IMPL_clock_latency_ps=640
export IMPL_htreeDepth=4
export IMPL_synth_flops=197
export IMPL_post_cts_buffers=0
export IMPL_met2_usage_pct=49.6
export IMPL_cp_arrival_ps=41300
export IMPL_cts_clk_slew_worst_paths_ps=80
export IMPL_path_class="in2reg"
export IMPL_synth_xor_xnor_area_share_pct=2.59
export IMPL_dp_slack_ps=22410
export IMPL_via_per_inst=5.24
export IMPL_placed_cells=20500
export IMPL_worst_path_buf_inv=17
export IMPL_rsz0062_at_grt="no"
export IMPL_drt_iter0_markers=4366
export IMPL_grt_pass1_wl_um=739000
export IMPL_grtUsageMet3_pct=21.6
export IMPL_hold_slack_ps=508
export IMPL_crit_path_top_delay_cell="fa_1"
export IMPL_cpLargestDelayFamily="adder cells"
export IMPL_setup_violations=0
export IMPL_cp_end_kind="flip-flop"
export IMPL_vdd_drop_max_mv=0.156
export IMPL_cts_resized=0
export IMPL_syn_avg_cell_area_um2=9.19
export IMPL_ys_chip_area_um2=153000
export IMPL_dp_hpwl_um=373000
export IMPL_maxCapViolCount=0
export IMPL_worst_pin_slew_ps=1050
export IMPL_final_common_cell="inv_1"
export IMPL_vias=108000
export IMPL_ys_sh_simple_pct=15.4
export IMPL_placed_cell_area_um2=161000
export IMPL_grt_pass1_vias=121000
export IMPL_finalClockPeriodUsage_pct=64.0
export IMPL_antenna_found_initial=27
export IMPL_clock_skew_ps=97.4
export IMPL_p_per_area_nw_per_um2=12.5
export IMPL_globalRouteOverflowTotal=0
export IMPL_met1_usage_pct=47.8
export IMPL_drc=0
export IMPL_row_count=202
export IMPL_fp_util_pct=50.4
export IMPL_edf_count=0
export IMPL_top_logic_kind="adder cells"
export IMPL_grt_max_degree=74
export IMPL_leakagePower_nw=73.4
export IMPL_relSlewSlack_pct=30.2
export IMPL_cts_root_buffer="clkbuf_16"
export IMPL_numCtsBuffers=25
export IMPL_maxSlewViolCount=0
export IMPL_finalCriticalPeriod_ps=40800
export IMPL_required_ps=64300
export IMPL_utilization_pct=53.2
export IMPL_cpMostUsedCell="fa_1"
export IMPL_finalSetupTns_ps=0
export IMPL_openroad_warnings=32
export IMPL_dr_pass1_iters=7
export IMPL_cts_sinks=197
export IMPL_setup_ws_ps=23000
export IMPL_die_w_um=556
export IMPL_ys_types=91
export IMPL_ys_sh_adder_pct=61.9
export IMPL_die_h_um=556
export IMPL_slowest_delay_ps=670
export IMPL_layout_drive_gt1_share_pct=4.22
export IMPL_max_freq_mhz=24.5
export IMPL_outcome="completed"
export IMPL_hold_viol_final=0
export IMPL_hold_path_class="reg2reg"
export IMPL_cp_start_kind="input port"
export IMPL_mux_share_pct=0.971
export IMPL_cp_max_fo=32
export IMPL_wire_per_inst_um=23.0
export IMPL_area_growth_syn_to_layout_pct=5.51
export IMPL_ff_type="dfrtp_1"
export IMPL_portBuffers=260
export IMPL_clockBufferDepth=3
export IMPL_post_route_cell_area_um2=162000
-- cells by family after synthesis --
family | count (synthesis)
simple gates | 4895
compound gates | 784
buf+inv | 5127
mux | 136
fa+ha+maj | 5105
xor+xnor | 425
flops | 197
-- Yosys cell counts, types with 9 or more instances --
cell type	n	area, µm²
buf_2	9	45.0
and2_1	1431	8950
ha_1	970	12100
or2_2	24	150
nor2_1	476	1790
a211o_1	9	78.8
o21ai_0	166	831
xnor2_1	313	2740
o21a_1	63	473
mux2_2	101	1140
dfrtp_1	196	4900
and3_1	114	713
nor2b_1	168	1050
mux2i_1	35	350
o21bai_1	45	338
o31ai_1	25	188
nand2_1	2327	8730
o211ai_1	12	90.1
xnor3_1	16	360
clkbuf_1	833	3130
nor3_1	84	420
a21o_1	90	676
inv_1	4249	15900
a21oi_1	208	1040
nand3_1	67	335
or3_1	26	163
a211oi_1	27	203
buf_1	23	86.3
nand2b_1	105	657
nand4_1	24	150
fa_1	4135	82800
xor2_1	94	823
a31oi_1	22	138
-- flip-flops by register name (all words and copies together), names as in the netlist --
signal / flops
x_out: 32
state: 3
u_out: 32
valid: 1
done: 1
t: 32
t_out: 32
u: 32
x: 32
-- layout make-up --
class / instances / area (µm²) / share of cell area [%]
Clock inverter: 7 / 118 / 0.0727
Inverter: 4262 / 16000 / 9.90
Sequential cell: 197 / 4980 / 3.08
Clock buffer: 26 / 639 / 0.395
Antenna cell: 6 / 15.0 / 0.00929
Multi-Input combinational cell: 11300 / 130000 / 80.2
Timing Repair Buffer: 620 / 5180 / 3.21
Tap cell: 4080 / 5100 / 3.16
-- metal layers --
metal | part of all wire (%) | wire length [µm]
met2 | 44 | 207000
met3 | 15 | 72500
met5 | 0.23 | 1100
met1 | 37 | 175000
met4 | 3.4 | 15900
-- worst paths after layout --
check | startpoint | endpoint | slack (ps) | cells after the start
worst max-delay path | mu[8] | u[31] | 23000 | 110
worst min-delay path | u_out[27] | u_out[27] | 510 | 1
worst max register to register | x[12] | u[31] | 26110 | 134
worst min register to register | u_out[27] | u_out[27] | 510 | 1
max in group asynchronous | rst | u[23] | 49410 | 4
min in group asynchronous | rst | t[6] | 12560 | 2
-- where the power goes --
part             switching, mW  internal, mW
Clock                   0.0903        0.0849
Combinational            0.925         0.801
Sequential     0.0000000000226         0.125
Total                     1.02          1.01
Power figures rest on the tool's default switching activity, not on a simulated workload.
